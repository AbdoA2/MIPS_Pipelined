==> design/flow/design.v <==
module aludec(input logic[5:0] funct, input logic[2:0] opcode, output logic[3:0] alucontrol);
  always_comb
    casez(opcode)
      3'b000: alucontrol <= 4'b0000;  
      3'b001: alucontrol <= 4'b0001;  
      3'b010: alucontrol <= 4'b0100;  
      3'b011: alucontrol <= 4'b0101;  
      3'b101: alucontrol <= 4'b0110;  
      default:casez(funct)
        6'b000?00: alucontrol <= 4'b1000;  
        6'b000?10: alucontrol <= 4'b1010;  
        6'b000?11: alucontrol <= 4'b1011;  
        6'b10000?: alucontrol <= 4'b0000;  
        6'b10001?: alucontrol <= 4'b0001;  
        6'b100100: alucontrol <= 4'b0100;  
        6'b100101: alucontrol <= 4'b0101;  
        6'b100110: alucontrol <= 4'b0110;  
        6'b100111: alucontrol <= 4'b0111;  
        6'b10101?: alucontrol <= 4'b0001;  
        default:   alucontrol <= 4'bxxxx;  
      endcase
    endcase  
endmodule
==> design/flow/run.sh <==
#!/bin/bash
# OpenROAD 26Q1-2900-gdf79404cd8, Yosys 0.63+post, stock flow scripts
make -C /OpenROAD-flow-scripts/flow DESIGN_CONFIG=/design/flow/config.mk WORK_HOME=/design/flow/orfs finish
==> design/flow/config.mk <==
export PLATFORM = sky130hd
export DESIGN_NAME = aludec
export DESIGN_NICKNAME = aludec
export VERILOG_FILES = /design/flow/design.v
export SDC_FILE = /design/flow/constraint.sdc
export NUM_CORES = 4
export LEC_CHECK = 1
export CORE_AREA = 10 10 70 70
export DIE_AREA = 0 0 80 80
==> design/flow/constraint.sdc <==
current_design aludec

set clk_period 1.6
set clk_io_pct 0.2

create_clock -name clk0 -period $clk_period

set non_clock_inputs [all_inputs -no_clocks]
set_input_delay [expr $clk_period * $clk_io_pct] -clock clk0 $non_clock_inputs
set_output_delay [expr $clk_period * $clk_io_pct] -clock clk0 [all_outputs]
==> GITHUB_STEP_SUMMARY <==
### Metrics collected by this job

| Metric | Value |
|---|---|
| CLK BUF | `0` |
| Gpl congestion | `0.725` |
| P per Cell Area | `188 nW/um2` |
| FP Util | `3.55%` |
| Largest area contributor in the netlist | `nand2b_1` |
| Largest cells by area | `nand2b_1 (15%), nand3b_1 (12%), a21oi_1 (8.2%)` |
| WL met2 | `325 um` |
| DR WL/cell | `7.97 um` |
| Ports | `13` |
| RSZ-0062 raised after global routing | `false` |
| Setup CP Type | `in -> out` |
| Nature of the critical path endpoint | `primary output` |
| # Post-CTS Setup Buffers | `0` |
| Layout cells sized above 1 | `39.4%` |
| Core Region | `3420 um2` |
| Fmax | `669 MHz` |
| GRT Util Overall | `1.92%` |
| Max VDD drop | `0.0000227 V` |
| Number of global-route vias before repair | `214` |
| Max-area cell share | `15.5%` |
| Gr ovfl total | `0` |
| PortBufs | `13` |
| Synth Instances | `19` |
| Most frequent cell after synthesis | `nand2b_1` |
| Final Cell Area | `319 um2` |
| CP Max Fanout | `4` |
| FP Rows | `21` |
| Yosys warnings | `1` |
| Tool warning count | `32` |
| Final period util | `93.4%` |
| Synthesized area per cell | `6.39 um2` |
| DR top layer | `met3` |
| Vias after detailed routing | `188` |
| Post-synth seq share | `0%` |
| Remaining DRCs | `0` |
| Post-synth top cells | `nand2b_1 (3), a21oi_1 (2), nand2_1 (2), nand3b_1 (2)` |
| Pleak | `0.132 nW` |
| Placed insts | `79` |
| P_sw | `25.5 uW` |
| Comb pwr share | `100.0%` |
| Max Transition Viols Final | `0` |
| Die Ht | `80 um` |
| Area growth syn-to-layout | `163%` |
| Antenna Cells | `0` |
| Critical Path AT | `1170 ps` |
| Post-Syn Area | `121 um2` |
| Vias per inst | `2.38` |
| Min cycle time layout | `1490 ps` |
| Final WL | `630 um` |
| Hold slack | `1130 ps` |
| Sw frac | `42.5%` |
| Final Hold Viols | `0` |
| Distinct cells, synth | `14` |
| Worst setup SP type | `input port` |
| Met3 Wirelength | `56 um` |
| Area reported by Yosys stat | `121 um2` |
| # fillers | `406` |
| Yosys cell count | `19` |
| Clock network power share | `0%` |
| Die area | `6400 um2` |
| Status | `complete, no violations` |
| Flop area | `0 um2` |
| First-pass GRT wire length | `993 um` |
| Max-cap violations | `0` |
| Cell Area, Placed | `317 um2` |
| Setup tns final | `0 ps` |
| Die W | `80 um` |
| Maximum number of pins on one net before global-route repair | `7` |
| Initial drt markers | `17` |
| Critical Path RT | `1280 ps` |
| HP Class | `in -> out` |
| Reg power frac | `0%` |
| DRT met1 WL | `249 um` |
| Initial antenna violation count | `0` |
| Final setup viols | `0` |
| Cell Count, Final, Fillers Out | `79` |
| Int Pwr | `34.5 uW` |
| Max_slew headroom | `85.8%` |
| DRT antenna net count | `0` |
| Slew @ Worst Pin | `212 ps` |
| Pre-antenna DRT Iters | `2` |
| Seq_cells | `0` |
repair_timing:
action                     4_1_cts  5_1_grt
resized                         30        5
pin swaps                        7        4
hold endpoints to repair         0        0
setup endpoints to repair        4        3
hold buffers                     0        0
routing by layer:
metal	track usage (%)	vias to the layer above
met5	0	-
li1	-	102
met1	2.11	80
met2	3.93	6
met4	0	0
met3	0.227	0
stage by stage:
step	total power, mW	util (%)	worst slack (ps)
floorplan	0.0177	-	529
finish	0.0600	9.34	106
global placement	0.0663	9.27	-562
global route	0.0680	9.34	31.7
detailed placement	0.0665	9.27	-561
CTS	0.0584	9.01	16.0
cell type report:
cell class	count	area, um2	area share (%)
timing repair buffer	14	115	36.1
tap	46	57.6	18.0
multi-input combinational	19	146	45.9
path summary, 6_finish.rpt:
| kind | from | to | slack, ps | cells past startpoint |
|---|---|---|---|---|
| max | funct[3] | alucontrol[3] | 110 | 5 |
| min | funct[1] | alucontrol[1] | 1130 | 4 |
cells by family after synthesis:
family / count (synthesis) / synth area share [%]
AOI/OAI and AO/OA: 9 / 53.6
and+or+nand+nor: 10 / 46.4
placed cells by master (no fill, tap or decap), types with 2 or more instances in the layout:
master	count
nand3b_1	2
nand2_1	2
a21oi_2	2
nand2b_1	2
dlygate4sd2_1	6
clkdlybuf4s15_2	2
buf_2	4
power by group through the flow:
stage                 sequential [mW]  clock (mW)  combinational [mW]
final                               0           0              0.0600
after global routing                0           0              0.0680
after CTS                           0           0              0.0584
critical path: stages:
cell,delay [ps]
clkdlybuf4s15_2,210
o21bai_1,170
a21oi_2,170
a21oi_2,60
dlygate4sd2_1,240
Power figures rest on the tool's default switching activity, not on a simulated workload.
